--- flow/design.v ---
module nic(
    input  clk,        
    input  reset,  
    input  nicEn,          
    input  nicWrEN,        
	input  net_polarity,   
	input  net_si,         
    input  net_ro,         
	input  [1:0] addr,     
    input  [63:0] net_di,  
	input  [63:0] d_in,    
    output reg [63:0] d_out,    
	output reg net_ri,          
    output reg net_so,          
    output reg [63:0] net_do   
);
    reg [63:0] input_channel_buffer;   
    reg [63:0] output_channel_buffer;  
	reg input_status;
    reg output_status;
    always @(posedge clk) 
	begin
        if (reset) 
		begin
            input_status <= 1'b0;     
            output_status <= 1'b0; 
			input_channel_buffer<=64'h0;
			output_channel_buffer<=64'h0;
            d_out <= 64'h0;          
            net_so <= 1'b0; 
			net_ri<=1'b1;
			net_do<=1'b0;	
        end 
		else 
		begin
            if (net_si && !input_status  )  
			begin
                input_channel_buffer <= net_di;    
                input_status <= 1'b1;              
				net_ri <= 1'b0;                    
            end
			if (nicEn && !nicWrEN && addr == 2'b00 && input_status )  
			begin
                d_out <= input_channel_buffer;   
                input_status <= 1'b0;            
                net_ri <= 1'b1;                  
            end
		   if (nicEn && !nicWrEN && addr == 2'b00 && !input_status )  
			begin
				d_out=0;
            end
            if (nicEn && nicWrEN && addr == 2'b10 && !output_status)    
			begin
                output_channel_buffer <= d_in;                          
                output_status <= 1'b1;                                  
            end
			if (nicEn && nicWrEN && addr == 2'b10 && output_status)    
			begin
            end
			 if (output_status    &&    net_ro   &&   net_polarity==output_channel_buffer[63])   
			begin
                output_status <= 1'b0;            
            end 
			if (nicEn    &&    !nicWrEN   &&   addr==2'b01)   
			begin                                             
                d_out <= {63'b0, input_status};               
			end
			if (nicEn    &&    !nicWrEN   &&   addr==2'b11)   
			begin                                             
                d_out <= {63'b0, output_status};              
			end
        end
    end
	always@(*)
	begin
	 if (output_status    &&    net_ro   &&   net_polarity==output_channel_buffer[63])   
		begin
            net_do = output_channel_buffer;  
            net_so = 1'b1;                       
        end 
	if(!net_ro)
		begin
			net_do=0;
			net_so=0;
		end
	end
endmodule
--- flow/run.sh ---
#!/bin/bash
# OpenROAD 26Q1-2900-gdf79404cd8, Yosys 0.63+post, stock flow scripts
make -C /OpenROAD-flow-scripts/flow DESIGN_CONFIG=/design/flow/config.mk WORK_HOME=/design/flow/orfs finish
--- flow/config.mk ---
export PLATFORM = sky130hd
export DESIGN_NAME = nic
export DESIGN_NICKNAME = nic
export VERILOG_FILES = /design/flow/design.v
export SDC_FILE = /design/flow/constraint.sdc
export NUM_CORES = 4
export LEC_CHECK = 1
export CORE_AREA = 10 10 111 111
export DIE_AREA = 0 0 121 121
--- flow/constraint.sdc ---
current_design nic

set clk_period 2.4
set clk_io_pct 0.2

create_clock -name clk0 -period $clk_period [get_ports {clk}]

set non_clock_inputs [all_inputs -no_clocks]
set_input_delay [expr $clk_period * $clk_io_pct] -clock clk0 $non_clock_inputs
set_output_delay [expr $clk_period * $clk_io_pct] -clock clk0 [all_outputs]
==> qor.yml <==
yosys:
  post_synth_num_cell_types: 18
  ys_seq_frac: 0.0829
  ys_warn_count: 131
  syn_avg_cell_area_um2: 7.79
  ys_area_um2: 1210
  netlist_area_um2: 1210
  numSynthFlops: 5
  ys_cells: 155
  synthCells: 155
placement:
  portBuffers: 11
  place_congestion: 0.729
  dp_hpwl_um: 2170
routing:
  ant_nets: 0
  firstDrtPassIters: 2
  vias: 581
  totalWireLength_um: 2340
  antennaDiodeCount: 0
  remaining_drc_errors: 0
  via_per_inst: 1.92
  drt_iter0_markers: 11
  avgRoutedWirePerCell_um: 7.74
cells_and_area:
  fill_cells: 1112
  layout-drive-gt1-share: 0.0414
  final_cell_mix: "conb_1 (128), clkdlybuf4s50_1 (11), dfxtp_1 (5), a21oi_1 (3), clkbuf_8 (3)"
  synthToLayoutAreaGrowth_pct: -13.5
  lay_top_count: "conb_1"
clock_network:
  h-tree-depth: 1
  clockBufferDepth: 2
  post-cts-setup-buffer-count: 0
  cts.sinks: 5
  cts.repair.resized: 0
  clock-root-buffer: "clkbuf_8"
  cts_tree: "built"
  clk_pin_slew_ps: 30
  numCtsBuffers: 3
  hold_buffers: 0
  clk_latency_ps: 220
run:
  warning_count: 152
  maxCapViolations: 0
setup_path:
  crit_type: "in -> reg"
  rr_startpoint: "output_status$_SDFFE_PP0P_"
  r2r_setup_slack_ps: 1290
  r2r_cells: 2
  cp-start-kind: "input pin"
  critPathRequiredTime_ps: 2500
  cp.arrival_ps: 1640
  crit_path_max_fanout: 2
  r2r_end: "output_channel_buffer[63]$_SDFFE_PP0P_"
  end_kind: "flop"
outcome:
  status: "finished clean"
timing:
  min_period_ps: 1540
  finalSetupTns_ps: 0
  finalClockPeriodUsage: 0.640
  timing.fmax_mhz: 651
  hold_ws_ps: 479
  fin_skew_ps: 0.117
  slew_viol_final: 0
  setup_viol: 0
  hold_violations: 0
  grt_setup_unrepaired: "false"
worst_hold_path:
  min_to: "net_ri$_SDFFE_PP1P_"
  worstHoldStart: "net_ri$_SDFFE_PP1P_"
  worstHoldPathType: "reg -> reg"
  whs_path_depth: 2
grt:
  grt_max_degree: 6
  grt_pass1_wl_um: 3120
  grt_pass1_vias: 745
  antenna_found_initial: 0
  gr-total-overflow: 0
  grt_usage: 0.0242
floorplanning:
  die_w_um: 121
  core_area_um2: 9860
  num_io_pins: 267
  fp_util: 0.122
  row_count: 36
  dieArea_um2: 14600
  die_h_um: 121
power_and_ir_drop:
  power_mw: 0.291
  p_leak_nw: 0.586
  power_density_nw_per_um2: 278
  ir_drop_mv: 0.149
==> cells in the mapped netlist (all sizes together) <==
cell / count / share of area
buf: 128 / 0.80
dfxtp: 5 / 0.083
a21oi: 3 / 0.012
inv: 2 / 0.0062
nand2: 2 / 0.0062
nand2b: 2 / 0.010
o21ai: 2 / 0.0083
a21bo: 1 / 0.0083
and2b: 1 / 0.0073
conb: 1 / 0.0031
mux2: 1 / 0.0093
mux2i: 1 / 0.0083
nand3: 1 / 0.0041
nor3b: 1 / 0.0062
o21a: 1 / 0.0062
o21bai: 1 / 0.0062
or4b: 1 / 0.011
xor2: 1 / 0.0073
==> registers in the layout, indices dropped and copies added (netlist names) <==
signal                 cells
d_out                      1
net_ri                     1
output_status              1
output_channel_buffer      1
input_status               1
==> where the power goes <==
part,internal [mW],total (mW),switching [mW]
Combinational,0.0233,0.0471,0.0239
Clock,0.114,0.154,0.0396
Sequential,0.0875,0.0900,0.00251
==> how the worst max path moves through the flow <==
stage | start | endpoint | slack, ps | cells past startpoint
global route | nicEn | output_channel_buffer[63]$_SDFFE_PP0P_ | 840 | 4
CTS | addr[1] | output_channel_buffer[63]$_SDFFE_PP0P_ | 870 | 3
finish | nicEn | output_channel_buffer[63]$_SDFFE_PP0P_ | 860 | 4
==> cells by family (layout without fill, tap and decap cells) <==
family          Yosys count  count (layout)  share of synthesized area
compound gates            8               8                     0.0415
xor+xnor                  1               1                    0.00726
buf+inv                 130              17                      0.802
flops                     5               5                     0.0829
mux                       2               2                     0.0176
other cells               1             128                    0.00311
simple gates              8               8                     0.0456
==> routing by layer <==
layer	share of wire	global-route usage
met1	0.43	0.0294
met2	0.33	0.0303
met3	0.22	0.0222
met4	0.020	0.00528
met5	0	0
==> worst max-delay path: stages <==
cell and delay [ps]:
clkdlybuf4s50_1 470, nand2_1 60, or4b_4 490, mux2i_1 140
==> stage by stage <==
stage           util  area, µm²  std cells  setup slack (ps)
6_report       0.106       1040        302               863
5_1_grt        0.106       1040        302               838
4_1_cts        0.106       1040        302               867
3_5_place_dp   0.101       1000        298               639
3_3_place_gp   0.101       1000        298               646
2_1_floorplan      -       1680        282              1170
==> cell type report <==
class	instances	area, µm²	share of cell area
multi-input cells	147	616	0.589
clock buffers	4	45.0	0.0431
inverters	2	7.51	0.00719
well taps	133	166	0.159
repair buffers	11	110	0.105
flip-flops and latches	5	100	0.0958
Power is estimated from default activity; no workload was simulated.
